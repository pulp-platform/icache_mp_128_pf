==> run.sh <==
#!/bin/bash
# OpenROAD 26Q1-2900-gdf79404cd8, Yosys 0.63+post, stock flow scripts
make -C /OpenROAD-flow-scripts/flow DESIGN_CONFIG=/design/flow/config.mk WORK_HOME=/design/flow/orfs finish
==> config.mk <==
export PLATFORM = sky130hd
export DESIGN_NAME = pf_miss_mux
export DESIGN_NICKNAME = pf_miss_mux
export VERILOG_FILES = /design/flow/design.v
export SDC_FILE = /design/flow/constraint.sdc
export NUM_CORES = 4
export LEC_CHECK = 1
export CORE_AREA = 10 10 86 86
export DIE_AREA = 0 0 96 96
==> constraint.sdc <==
current_design pf_miss_mux

set clk_period 8.2
set clk_io_pct 0.2

create_clock -name clk0 -period $clk_period

set non_clock_inputs [all_inputs -no_clocks]
set_input_delay [expr $clk_period * $clk_io_pct] -clock clk0 $non_clock_inputs
set_output_delay [expr $clk_period * $clk_io_pct] -clock clk0 [all_outputs]
==> design.v <==
module pf_miss_mux 
#(
   parameter ADDR_WIDTH = 32, 
   parameter ID_WIDTH   = 16
)
(
   input logic                    arb_flag_i,        
   input  logic [ADDR_WIDTH-1:0]  instr_add0_i,
   input  logic [ADDR_WIDTH-1:0]  instr_add1_i,
   input  logic                   instr_req0_i,
   input  logic                   instr_req1_i,
   input  logic [ID_WIDTH-1:0]    instr_ID0_i,
   input  logic [ID_WIDTH-1:0]    instr_ID1_i,     
   output logic                   instr_gnt0_o,
   output logic                   instr_gnt1_o,    
   output logic [ADDR_WIDTH-1:0]  instr_add_o,
   output logic                   instr_req_o,
   output logic [ID_WIDTH-1:0]    instr_ID_o,          
   input  logic                   instr_gnt_i
);
   logic   mux_sel;
   always_comb
   begin : two_Way_Mux
      case(mux_sel) //synopsys full_case
         1'b0:
         begin  
            instr_add_o   = instr_add0_i;
            instr_ID_o    = instr_ID0_i;
         end
         1'b1:
         begin  
            instr_add_o   = instr_add1_i;
            instr_ID_o    = instr_ID1_i;
         end
      endcase
   end
   assign instr_req_o  =     instr_req0_i | instr_req1_i;
   assign mux_sel      =    ~instr_req0_i | ( arb_flag_i & instr_req1_i);    
   assign instr_gnt0_o      =    (( instr_req0_i & ~instr_req1_i) | ( instr_req0_i & ~arb_flag_i)) & instr_gnt_i;
   assign instr_gnt1_o      =    ((~instr_req0_i &  instr_req1_i) | ( instr_req1_i &  arb_flag_i)) & instr_gnt_i;
endmodule
==> flow_summary.ini <==
; physical design summary
[status]
status = finished, final reports clean

[worst_setup_path]
end_kind = output pin
cp_data_arrival_time_ns = 4.08
cp.required_ns = 6.56
cp-startpoint = instr_req0_i
worstSetupPathType = in2out
critical_path.max_fanout = 33
startpoint_type = input port

[timing]
hold_viol_final = 0
setup-tns-final_ns = 0
finalCriticalPeriod_ns = 5.72
finalCritPeriodShare = 0.697
max_freq_ghz = 0.175
slew-limit-headroom = 0.558
slew_viol_final = 0
tightest_slew_ns = 0.661
whs_ns = 4.28
setup-violations-final = 0
rsz0062_at_grt = false

[global_route]
grt_pass1_vias = 1204
grt-ovfl-total = 0
top_usage_layer = met2
grt_antenna_before_repair = 0
met1_usage = 0.103
grt_max_degree = 34
use_met2 = 0.146
grt_usage = 0.0894
grt_pass1_wl_um = 6520
gr-usage-met3 = 0.0566

[power_and_ir_drop]
p_switching_mw = 0.0221
clkPwrFrac = 0
p_comb_frac = 1.000
internal-power_mw = 0.0957
ir_drop_mv = 0.0192
p_leak_nw = 0.838
power_density_mw_per_mm2 = 52.9
pwr-share-seq = 0
switching_share = 0.188

[route]
viasPerCell = 3.69
ant_nets = 0
antennaDiodeCount = 0
vias = 1027
first_pass_iters = 2
remaining_drc_errors = 0
routed_wl_um = 4610
routedWlPerCell_um = 16.6
first_iter_violations = 16

[cells_and_area]
seqCellArea_um2 = 0
fillers = 562
final_util = 0.402
n_clock_buffer = 0
drive_gt1_frac = 0.248
areaGrowthSynthToFinish_pct = 231
nFlopsAndLatches = 0

[yosys]
largest_area_cell = mux2_2
yosys_area_um2 = 672
top_area_frac = 0.654
synth_area_um2 = 672
top_cells_by_count = mux2_2, mux2_4, buf_4
yosysWarnings = 2
synthCells = 59
avgSynthCellArea_um2 = 11.4
ys_cells = 59
synth.distinct_cells = 11
netlist_top_cells_area = mux2_2, mux2_4, buf_4, buf_12, a21boi_4
most_common_cell = mux2_2
synth_seq_share = 0

[worst_hold_path]
hold_path_startpoint = instr_req0_i
min_path_type = in2out

[placement]
hpwl_um = 4150
gp_congestion = 0.763
port_buffers = 151

[floorplanning]
fp.dieW_um = 96
fp_util = 0.121
die_y_um = 96
ios = 151
die_area_mm2 = 0.00922
rows = 27
coreArea_mm2 = 0.00554

[flow_run]
tool_warnings = 32
maxCapViolations = 0

[clock_tree]
cts_resized = 0
cts_setup_buffers = 0
cts_hold_buffers = 0
==> power groups by stage <==
stage / combinational [mW] / sequential, mW / clock, mW
after CTS: 0.121 / 0 / 0
final: 0.118 / 0 / 0
after global routing: 0.127 / 0 / 0
==> worst paths after layout <==
check	endpoint	slack, ns	depth (start not counted)
setup / recovery	instr_ID_o[14]	2.48	5
hold / removal	instr_gnt1_o	4.28	3
==> critical path, stage by stage <==
cell and delay (ns):
clkdlybuf4s50_1 0.50, a21boi_4 0.58, buf_4 0.51, mux2_2 0.39
clkdlybuf4s50_1 0.43
==> cells by family after synthesis <==
family,share of synthesized area
mux,0.855
simple gates,0.0242
buf+inv,0.0857
compound gates,0.0354
==> through the flow <==
| step | total power [mW] | worst slack (ns) | cells | area, µm² |
|---|---|---|---|---|
| CTS | 0.121 | 2.43 | 278 | 2230 |
| global placement | 0.120 | 2.47 | 278 | 2230 |
| floorplan | 0.0297 | 4.16 | 59 | 672 |
| finish | 0.118 | 2.48 | 278 | 2230 |
| global route | 0.127 | 2.34 | 278 | 2230 |
| detailed placement | 0.120 | 2.43 | 278 | 2230 |
==> layer usage <==
layer	vias up	routed length, µm
met5	-	0
met4	0	0
met3	0	831
met2	93	1970
met1	418	1810
li1	516	-
==> cell type report <==
| cell class | instances | area (µm²) | area share |
|---|---|---|---|
| Multi-Input combinational cell | 53 | 614 | 0.276 |
| Inverter | 1 | 3.75 | 0.00169 |
| Timing Repair Buffer | 152 | 1520 | 0.682 |
| Tap cell | 72 | 90.1 | 0.0404 |
==> cell usage in the layout (no fill, tap or decap) <==
cell               n
mux2_2            39
mux2_4             9
buf_4              1
a21oi_1            1
or2_2              1
nand2_1            1
clkdlybuf4s50_1  151
and2_1             1
inv_1              1
a21boi_4           1
Power and IR drop assume default switching activity.
